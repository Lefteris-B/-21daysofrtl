==> flow/design.v <==
module odd_counter (
    input wire clk,       
    input wire reset,     
    output logic [7:0] cnt_o  
);
    reg [7:0] tmp_reg;    
    always_ff @(posedge clk or posedge reset) begin
        if (reset) begin
            tmp_reg <= 8'h1;  
        end else begin
            tmp_reg <= tmp_reg + 2;  
        end
    end
    assign cnt_o = tmp_reg;  
endmodule
==> flow/run.sh <==
#!/bin/bash
# OpenROAD 26Q1-2900-gdf79404cd8, Yosys 0.63+post, stock flow scripts
make -C /OpenROAD-flow-scripts/flow DESIGN_CONFIG=/design/flow/config.mk WORK_HOME=/design/flow/orfs finish
==> flow/config.mk <==
export PLATFORM = sky130hd
export DESIGN_NAME = odd_counter
export DESIGN_NICKNAME = odd_counter
export VERILOG_FILES = /design/flow/design.v
export SDC_FILE = /design/flow/constraint.sdc
export NUM_CORES = 4
export LEC_CHECK = 1
export CORE_AREA = 10 10 70 70
export DIE_AREA = 0 0 80 80
==> flow/constraint.sdc <==
current_design odd_counter

set clk_period 2.1
set clk_io_pct 0.2

create_clock -name clk0 -period $clk_period [get_ports {clk}]

set non_clock_inputs [all_inputs -no_clocks]
set_input_delay [expr $clk_period * $clk_io_pct] -clock clk0 $non_clock_inputs
set_output_delay [expr $clk_period * $clk_io_pct] -clock clk0 [all_outputs]
==> GITHUB_STEP_SUMMARY <==
## Implementation flow summary

| Metric | Value |
|---|---|
| YS chip area | `277 µm²` |
| Commonest cells in the netlist | `7 x dfrtp_1, 4 x nand3_1, 4 x xnor2_1` |
| Final setup viols | `0` |
| Post-synth EDFFs | `0` |
| Worst skew pair latency | `0.25 ns` |
| Drt wl/cell | `8.20 µm` |
| GRT Overall Usage | `2.40%` |
| Synthesized area | `277 µm²` |
| Hold buffer count at CTS | `0` |
| Largest delay share family, worst path | `buffers and inverters` |
| Area delta synth->final | `56.6%` |
| Arrival time worst endpoint | `1.16 ns` |
| # DRC | `0` |
| Min cycle time layout | `1.58 ns` |
| Busiest layer in global routing | `met2` |
| First-pass GRT wire length | `1170 µm` |
| Ys async rst share | `100%` |
| Critical path peak fanout | `5` |
| Met1 usage | `3.03%` |
| GRT met2 Usage | `3.61%` |
| Slew Limit Fails | `0` |
| CTS Root Cell | `clkbuf_4` |
| # diodes | `0` |
| Initial drt markers | `0` |
| IO Port Bufs | `8` |
| Setup bufs post-CTS | `0` |
| Core area | `3420 µm²` |
| #FFs+latches synth | `7` |
| Crit end category | `primary output` |
| Slowest CP cell | `clkdlybuf4s50_1` |
| Status | `finished, final reports clean` |
| Max reg flops | `7` |
| Synth top cell by count | `dfrtp_1` |
| Final worst-path cycle share | `75.5%` |
| Buf/Inv on CP | `1` |
| Register area share after synthesis | `63.3%` |
| Post-synth top area cell | `dfrtp_1` |
| Synth Warn # | `1` |
| CP peak stage delay | `0.51 ns` |
| Final hold vios | `0` |
| Max-area cell share | `63.3%` |
| Critical path, cell by cell | `clkdlybuf4s50_1` |
| Largest net degree at the start of global routing | `8` |
| Die area | `6400 µm²` |
| RSZ-0062 raised after global routing | `false` |
| CP Data Required Time | `1.68 ns` |
| Number of global-route vias before repair | `211` |
| Init Core Util | `8.10%` |
| Register-to-Register Path Depth | `3` |
| CTS H-tree depth | `1` |
| Top cells by area | `dfrtp_1 63%, xnor2_1 13%, nand3_1 7.2%` |
| Dominant flop cell | `dfrtp_1` |
| Hold WS | `0.406 ns` |
| Crit. path cell count | `1` |
| CTS sink count | `7` |
| Die width | `80 µm` |
| Post-CTS Resized | `0` |
| Vias per std cell | `2.37` |
| GR Util met3 | `1.36%` |
| Grt ovf | `0` |
| Worst VDD drop | `268 µV` |
| LEAKAGE | `0.180 nW` |
| Gpl congestion | `0.687` |
| Tool warnings | `25` |
| CP Class | `flip-flop to primary output` |
| Critical Path Source Type | `flip-flop` |
| Row count | `21` |
| Max Cap Viol | `0` |
| Reg clk slew, reported paths | `0.05 ns` |
| Inserted Clock Buffers | `3` |
| Die H | `80 µm` |
| CTS tree | `built` |
| Ports | `10` |
| Netlist cell types | `9` |
| Power per cell area | `595 nW/µm²` |
| Syn avg cell area | `12.6 µm²` |
| DR vias | `187` |
| Drt first pass iters | `1` |
| Worst hold path class | `input port to async pin` |
| Layout cells sized above 1 | `9.09%` |
| TNS Setup | `0 ns` |
| Antenna-violating nets left | `0` |
| Clk_skew | `0.000486 ns` |
| Post-Syn Instances | `22` |
| Ys cells | `22` |
| Final wirelength | `648 µm` |
| Clk buf depth | `2` |
| Fmax achieved | `631 MHz` |
| Antenna violations before repair | `0` |
per-stage QoR:
step	setup slack (ns)	total power [mW]	util [%]	instance area [µm²]	cells
global placement	0.766	0.142	11.9	407	75
finish	0.515	0.258	12.7	433	79
CTS	0.489	0.264	12.7	433	79
floorplan	1.20	0.141	-	277	22
detailed placement	0.760	0.142	11.9	407	75
global route	0.431	0.272	12.7	433	79
worst paths after layout:
path | from | end | slack [ns]
max in group asynchronous | reset | tmp_reg[5] | 1.49
worst max-delay path | tmp_reg[3] | cnt_o[3] | 0.52
worst min register to register | tmp_reg[7] | tmp_reg[7] | 0.49
min in group clk0 | tmp_reg[7] | tmp_reg[7] | 0.49
worst min-delay path | reset | tmp_reg[6] | 0.41
worst max register to register | tmp_reg[1] | tmp_reg[5] | 1.10
cells by family after synthesis:
| family | Yosys count | share of synthesized area, % |
|---|---|---|
| buffers and inverters | 3 | 5.43 |
| and+or+nand+nor | 5 | 9.50 |
| other | 1 | 1.36 |
| DFF | 7 | 63.3 |
| adders and majority gates | 1 | 4.52 |
| xor gates and xnor gates | 5 | 15.8 |
power breakdown:
| part | switching, mW | internal, mW | leakage (nW) |
|---|---|---|---|
| combinational | 0.00274 | 0.00174 | 0.0768 |
| clock | 0.0457 | 0.0723 | 0.0150 |
| sequential | 0 | 0.135 | 0.0880 |
| total | 0.0485 | 0.209 | 0.180 |
placed cells by master (no fill, tap or decap), drive strengths merged:
cell type and count:
conb 1, ha 1, xor2 1, nand3 4, dfrtp 7, and3 1, clkbuf 4, clkdlybuf4s50 8
xnor2 4, inv 2
layout make-up:
class	count	area, µm²
flip-flops and latches	7	175
well taps	46	57.6
fillers	402	2980
multi-input cells	12	86.3
repair buffers	8	80.1
clock buffers	4	26.3
inverters	2	7.51
metal layers:
metal	vias to the layer above	part of all wire (%)
met5	-	0
met4	0	0
met3	0	8.3
met2	8	48
met1	89	43
li1	90	-
Power and IR drop assume default switching activity.
